===== design/flow/run.sh =====
#!/bin/bash
# OpenROAD 26Q1-2900-gdf79404cd8, Yosys 0.63+post, stock flow scripts
make -C /OpenROAD-flow-scripts/flow DESIGN_CONFIG=/design/flow/config.mk WORK_HOME=/design/flow/orfs finish

===== design/flow/config.mk =====
export PLATFORM = sky130hd
export DESIGN_NAME = reg_file
export DESIGN_NICKNAME = reg_file
export VERILOG_FILES = /design/flow/design.v
export SDC_FILE = /design/flow/constraint.sdc
export NUM_CORES = 4
export LEC_CHECK = 1
export CORE_UTILIZATION = 30

===== design/flow/constraint.sdc =====
current_design reg_file

set clk_period 6.7
set clk_io_pct 0.2

create_clock -name clk0 -period $clk_period [get_ports {clk}]

set non_clock_inputs [all_inputs -no_clocks]
set_input_delay [expr $clk_period * $clk_io_pct] -clock clk0 $non_clock_inputs
set_output_delay [expr $clk_period * $clk_io_pct] -clock clk0 [all_outputs]

===== design/flow/design.v =====
`timescale 1ns/1ns
module REGISTER(q, d, clk);
  parameter N = 1;
  output reg [N-1:0] q;
  input [N-1:0]      d;
  input 	     clk;
  initial q = {N{1'b0}};
  always @(posedge clk)
    q <= d;
endmodule  
module REGISTER_CE(q, d, ce, clk);
  parameter N = 1;
  output reg [N-1:0] q;
  input [N-1:0]      d;
  input 	      ce, clk;
  initial q = {N{1'b0}};
  always @(posedge clk)
    if (ce) q <= d;
endmodule  
module REGISTER_R(q, d, rst, clk);
  parameter N = 1;
  parameter INIT = {N{1'b0}};
  output reg [N-1:0] q;
  input [N-1:0]      d;
  input 	      rst, clk;
  initial q = INIT;
  always @(posedge clk)
    if (rst) q <= INIT;
    else q <= d;
endmodule  
module REGISTER_R_CE(q, d, rst, ce, clk);
  parameter N = 1;
  parameter INIT = {N{1'b0}};
  output reg [N-1:0] q;
  input [N-1:0]      d;
  input 	      rst, ce, clk;
  initial q = INIT;
  always @(posedge clk)
    if (rst) q <= INIT;
    else if (ce) q <= d;
endmodule  
module ASYNC_ROM(q, addr);
  parameter DWIDTH = 8;              
  parameter AWIDTH = 8;              
  parameter DEPTH  = (1 << AWIDTH);  
  parameter MIF_HEX = "";
  parameter MIF_BIN = "";
  input  [AWIDTH-1:0] addr;  
  output [DWIDTH-1:0] q;     
  (* rom_style = "distributed" *) reg [DWIDTH-1:0] mem [0:DEPTH-1];
  integer i;
  initial begin
    if (MIF_HEX != "") begin
      $readmemh(MIF_HEX, mem);
    end
    else if (MIF_BIN != "") begin
      $readmemb(MIF_BIN, mem);
    end
    else begin
      for (i = 0; i < DEPTH; i = i + 1) begin
        mem[i] = 0;
      end
    end
  end
  assign q = mem[addr];
endmodule  
module ASYNC_RAM(q, d, addr, we, clk);
  parameter DWIDTH = 8;              
  parameter AWIDTH = 8;              
  parameter DEPTH  = (1 << AWIDTH);  
  parameter MIF_HEX = "";
  parameter MIF_BIN = "";
  input               clk;
  input  [AWIDTH-1:0] addr;  
  input 	            we;    
  input  [DWIDTH-1:0] d;     
  output [DWIDTH-1:0] q;     
  (* ram_style = "distributed" *) reg [DWIDTH-1:0] mem [0:DEPTH-1];
  integer i;
  initial begin
    if (MIF_HEX != "") begin
      $readmemh(MIF_HEX, mem);
    end
    else if (MIF_BIN != "") begin
      $readmemb(MIF_BIN, mem);
    end
    else begin
      for (i = 0; i < DEPTH; i = i + 1) begin
        mem[i] = 0;
      end
    end
  end
  always @(posedge clk) begin
    if (we)
      mem[addr] <= d;
  end
  assign q = mem[addr];
endmodule  
module SYNC_ROM(q, addr, en, clk);
  parameter DWIDTH = 8;              
  parameter AWIDTH = 8;              
  parameter DEPTH  = (1 << AWIDTH);  
  parameter MIF_HEX = "";
  parameter MIF_BIN = "";
  input 	            clk;
  input               en;    
  input  [AWIDTH-1:0] addr;  
  output [DWIDTH-1:0] q;     
  (* rom_style = "block" *) reg [DWIDTH-1:0] mem [0:DEPTH-1];
  integer i;
  initial begin
    if (MIF_HEX != "") begin
      $readmemh(MIF_HEX, mem);
    end
    else if (MIF_BIN != "") begin
      $readmemb(MIF_BIN, mem);
    end
    else begin
      for (i = 0; i < DEPTH; i = i + 1) begin
        mem[i] = 0;
      end
    end
  end
  reg [DWIDTH-1:0] read_data_reg;
  always @(posedge clk) begin
    if (en) begin
      read_data_reg <= mem[addr];
    end
  end
  assign q = read_data_reg;
endmodule  
module SYNC_RAM(q, d, addr, we, en, clk);
  parameter DWIDTH = 8;            
  parameter AWIDTH = 8;            
  parameter DEPTH  = 1 << AWIDTH;  
  parameter MIF_HEX = "";
  parameter MIF_BIN = "";
  input               clk;
  input  [AWIDTH-1:0] addr;  
  input 	            we;    
  input               en;    
  input  [DWIDTH-1:0] d;     
  output [DWIDTH-1:0] q;     
  (* ram_style = "block" *) reg [DWIDTH-1:0] mem [0:DEPTH-1];
  integer i;
  initial begin
    if (MIF_HEX != "") begin
      $readmemh(MIF_HEX, mem);
    end
    else if (MIF_BIN != "") begin
      $readmemb(MIF_BIN, mem);
    end
    else begin
      for (i = 0; i < DEPTH; i = i + 1) begin
        mem[i] = 0;
      end
    end
  end
  reg [DWIDTH-1:0] read_data_reg;
  always @(posedge clk) begin
    if (en) begin
      if (we)
        mem[addr] <= d;
      read_data_reg <= mem[addr];
    end
  end
  assign q = read_data_reg;
endmodule  
module SYNC_ROM_DP(q0, addr0, en0, q1, addr1, en1, clk);
  parameter DWIDTH = 8;              
  parameter AWIDTH = 8;              
  parameter DEPTH  = (1 << AWIDTH);  
  parameter MIF_HEX = "";
  parameter MIF_BIN = "";
  input 	            clk;
  input               en0, en1;      
  input  [AWIDTH-1:0] addr0, addr1;  
  output [DWIDTH-1:0] q0, q1;        
  (* rom_style = "block" *) reg [DWIDTH-1:0] mem [0:DEPTH-1];
  integer i;
  initial begin
    if (MIF_HEX != "") begin
      $readmemh(MIF_HEX, mem);
    end
    else if (MIF_BIN != "") begin
      $readmemb(MIF_BIN, mem);
    end
    else begin
      for (i = 0; i < DEPTH; i = i + 1) begin
        mem[i] = 0;
      end
    end
  end
  reg [DWIDTH-1:0] read_data0_reg;
  reg [DWIDTH-1:0] read_data1_reg;
  always @(posedge clk) begin
    if (en0) begin
      read_data0_reg <= mem[addr0];
    end
  end
  always @(posedge clk) begin
    if (en1) begin
      read_data1_reg <= mem[addr1];
    end
  end
  assign q0 = read_data0_reg;
  assign q1 = read_data1_reg;
endmodule  
module ASYNC_RAM_DP(q0, d0, addr0, we0, q1, d1, addr1, we1, clk);
  parameter DWIDTH = 8;              
  parameter AWIDTH = 8;              
  parameter DEPTH  = (1 << AWIDTH);  
  parameter MIF_HEX = "";
  parameter MIF_BIN = "";
  input               clk;
  input  [AWIDTH-1:0] addr0, addr1;  
  input 	            we0, we1;      
  input  [DWIDTH-1:0] d0, d1;        
  output [DWIDTH-1:0] q0, q1;        
  (* ram_style = "distributed" *) reg [DWIDTH-1:0] mem [0:DEPTH-1];
  integer i;
  initial begin
    if (MIF_HEX != "") begin
      $readmemh(MIF_HEX, mem);
    end
    else if (MIF_BIN != "") begin
      $readmemb(MIF_BIN, mem);
    end
    else begin
      for (i = 0; i < DEPTH; i = i + 1) begin
        mem[i] = 0;
      end
    end
  end
  always @(posedge clk) begin
    if (we0)
      mem[addr0] <= d0;
  end
  always @(posedge clk) begin
    if (we1)
      mem[addr1] <= d1;
  end
  assign q0 = mem[addr0];
  assign q1 = mem[addr1];
endmodule  
module SYNC_RAM_DP(q0, d0, addr0, we0, en0, q1, d1, addr1, we1, en1, clk);
  parameter DWIDTH = 8;              
  parameter AWIDTH = 8;              
  parameter DEPTH  = (1 << AWIDTH);  
  parameter MIF_HEX = "";
  parameter MIF_BIN = "";
  input               clk;
  input  [AWIDTH-1:0] addr0, addr1;  
  input 	            we0, we1;      
  input               en0, en1;      
  input  [DWIDTH-1:0] d0, d1;        
  output [DWIDTH-1:0] q0, q1;        
  (* ram_style = "block" *) reg [DWIDTH-1:0] mem [0:DEPTH-1];
  integer i;
  initial begin
    if (MIF_HEX != "") begin
      $readmemh(MIF_HEX, mem);
    end
    else if (MIF_BIN != "") begin
      $readmemb(MIF_BIN, mem);
    end
    else begin
      for (i = 0; i < DEPTH; i = i + 1) begin
        mem[i] = 0;
      end
    end
  end
  reg [DWIDTH-1:0] read_data0_reg, read_data1_reg;
  always @(posedge clk) begin
    if (en0) begin
      if (we0)
        mem[addr0] <= d0;
      read_data0_reg <= mem[addr0];
    end
  end
  always @(posedge clk) begin
    if (en1) begin
      if (we1)
        mem[addr1] <= d1;
      read_data1_reg <= mem[addr1];
    end
  end
  assign q0 = read_data0_reg;
  assign q1 = read_data1_reg;
endmodule  
module SYNC_RAM_WBE(q, d, addr, en, wbe, clk);
  parameter DWIDTH = 8;              
  parameter AWIDTH = 8;              
  parameter DEPTH  = (1 << AWIDTH);  
  parameter MIF_HEX = "";
  parameter MIF_BIN = "";
  input [DWIDTH-1:0]   d;     
  input [AWIDTH-1:0]   addr;  
  input [DWIDTH/8-1:0] wbe;   
  input en;
  input clk;
  output [DWIDTH-1:0] q;
  (* ram_style = "block" *) reg [DWIDTH-1:0] mem [0:DEPTH-1];
  integer i;
  initial begin
    if (MIF_HEX != "") begin
      $readmemh(MIF_HEX, mem);
    end
    else if (MIF_BIN != "") begin
      $readmemb(MIF_BIN, mem);
    end
    else begin
      for (i = 0; i < DEPTH; i = i + 1) begin
        mem[i] = 0;
      end
    end
  end
  reg [DWIDTH-1:0] read_data_reg;
  always @(posedge clk) begin
    if (en) begin
      for (i = 0; i < DWIDTH/8; i = i+1) begin
        if (wbe[i])
          mem[addr][i*8 +: 8] <= d[i*8 +: 8];
        end
      read_data_reg <= mem[addr];
    end
  end
  assign q = read_data_reg;
endmodule  
module SYNC_RAM_DP_WBE(q0, d0, addr0, en0, wbe0, q1, d1, addr1, en1, wbe1, clk);
  parameter DWIDTH = 8;              
  parameter AWIDTH = 8;              
  parameter DEPTH  = (1 << AWIDTH);  
  parameter MIF_HEX = "";
  parameter MIF_BIN = "";
  input clk;
  input [DWIDTH-1:0]   d0;     
  input [AWIDTH-1:0]   addr0;  
  input [DWIDTH/8-1:0] wbe0;   
  input                en0;
  output [DWIDTH-1:0]  q0;
  input [DWIDTH-1:0]   d1;     
  input [AWIDTH-1:0]   addr1;  
  input [DWIDTH/8-1:0] wbe1;   
  input                en1;
  output [DWIDTH-1:0]  q1;
  (* ram_style = "block" *) reg [DWIDTH-1:0] mem [0:DEPTH-1];
  integer i;
  initial begin
    if (MIF_HEX != "") begin
      $readmemh(MIF_HEX, mem);
    end
    else if (MIF_BIN != "") begin
      $readmemb(MIF_BIN, mem);
    end
    else begin
      for (i = 0; i < DEPTH; i = i + 1) begin
        mem[i] = 0;
      end
    end
  end
  reg [DWIDTH-1:0] read_data0_reg;
  reg [DWIDTH-1:0] read_data1_reg;
  always @(posedge clk) begin
    if (en0) begin
      for (i = 0; i < 4; i = i+1) begin
        if (wbe0[i])
          mem[addr0][i*8 +: 8] <= d0[i*8 +: 8];
      end
      read_data0_reg <= mem[addr0];
    end
  end
  always @(posedge clk) begin
    if (en1) begin
      for (i = 0; i < 4; i = i+1) begin
        if (wbe1[i])
          mem[addr1][i*8 +: 8] <= d1[i*8 +: 8];
        end
      read_data1_reg <= mem[addr1];
    end
  end
  assign q0 = read_data0_reg;
  assign q1 = read_data1_reg;
endmodule  
module ASYNC_RAM_1W2R(d0, addr0, we0, q1, addr1, q2, addr2, clk);
  parameter DWIDTH = 8;   
  parameter AWIDTH = 8;   
  parameter DEPTH = 256;  
  parameter MIF_HEX = "";
  parameter MIF_BIN = "";
  input clk;
  input [DWIDTH-1:0] d0;     
  input [AWIDTH-1:0] addr0;  
  input              we0;    
  input [AWIDTH-1:0] addr1;  
  output [DWIDTH-1:0] q1;
  input [AWIDTH-1:0] addr2;  
  output [DWIDTH-1:0] q2;
  (* ram_style = "distributed" *) reg [DWIDTH-1:0] mem [0:DEPTH-1];
  integer i;
  initial begin
    if (MIF_HEX != "") begin
      $readmemh(MIF_HEX, mem);
    end
    else if (MIF_BIN != "") begin
      $readmemb(MIF_BIN, mem);
    end
    else begin
      for (i = 0; i < DEPTH; i = i + 1) begin
        mem[i] = 0;
      end
    end
  end
  always @(posedge clk) begin
    if (we0)
      mem[addr0] <= d0;
  end
  assign q1 = mem[addr1];
  assign q2 = mem[addr2];
endmodule  
module reg_file (
    input clk,
    input we,
    input [4:0] addrA, addrB, addrD,
    input [31:0] dataD,
    output [31:0] dataA, dataB
);
    wire [31:0] d0, q1, q2;
    assign d0 = (addrD == 0) ? 0 : dataD;
    assign dataA = (addrA == 0) ? 0 : q1;
    assign dataB = (addrB == 0) ? 0 : q2;
    ASYNC_RAM_1W2R #(
        .DWIDTH(32),
        .AWIDTH(5),
        .DEPTH(0)
    ) ASYNC_RAM_1W2R (
        .clk(clk),
        .d0(d0),
        .addr0(addrD),
        .we0(we),
        .addr1(addrA),
        .q1(q1),
        .addr2(addrB),
        .q2(q2)
    );
endmodule

==> flow_summary.yaml <==
# generated from flow reports
status:
  status: "finished, final reports clean"
floorplanning:
  die_w_um: 108
  coreArea_um2: 10900
  floorplan.core_util_pct: 30.9
  row_count: 38
  dieArea_um2: 11600
  ioPinCount: 113
  die_h_um: 108
yosys:
  xor_area_share_pct: 0
  yosys_register_bits: 64
  edf_count: 64
  mux_share_pct: 19.0
  syn_avg_cell_area_um2: 12.9
  ys_types: 16
  ys_seq_share_pct: 57.1
  yosys-top-cells-count: "a21oi_1 (64), edfxtp_1 (64), mux2i_1 (64)"
  yosys-top-cells-area: "edfxtp_1 (57%), mux2i_1 (19%), a21oi_1 (9.5%)"
  synth_stat.cells: 260
  synthArstFlopShare_pct: 0
  ys_sh_simple_pct: 2.23
  netlist_instances: 260
  ys_warn_count: 1
  ys_area_um2: 3360
  synth_top_flop_cell: "edfxtp_1"
  yosys.area_share.aoi_pct: 16.7
  syn-cell-area_um2: 3360
  synth.largest_area_cell: "edfxtp_1"
  synth.logic.top_family: "multiplexers"
  fa_ha_area_share_pct: 0
  synth.top_cell.area_share_pct: 57.1
run:
  maxCapViolCount: 0
  warnings: 25
setup_path:
  crit_path_max_fanout: 33
  cp_common_cell: "buf_4"
  critPathSlowestCell: "clkdlybuf4s50_1"
  cp-start-kind: "primary input"
  endpoint_kind: "primary output"
  crit_required_ns: 5.36
  crit_chain: "buf_2, buf_4, nor4_4, buf_4, a21oi_1, clkdlybuf4s50_1"
  cpPeakStageDelay_ns: 0.43
  arrival_ns: 3.10
  worstSetupPathType: "in2out"
detailed_routing:
  wl_per_cell_um: 17.5
  final_antenna_net_count: 0
  wl_mm: 8.97
  vias: 2527
  viasPerCell: 4.95
  initialDrtViolationCount: 71
  drc_errors: 0
  first_pass_iters: 4
  antenna_cells: 0
layout:
  fin_cells: 511
  fillers: 994
  area_growth_pct: 41.5
  drive_gt1_share_pct: 7.55
global_route:
  grt_use_total_pct: 16.4
  antenna_found_initial: 0
  grt_overflow_total: 0
  grt_pass1_wl_mm: 13.6
  grt_pass1_vias: 2550
  grt_start_max_net_pins: 34
clock_tree:
  clkTransAtPathRegs_ns: 0.07
  clock_path_buffers: 2
  cts_tree: "yes"
  postCtsSetupRepairBufs: 0
  numCtsBuffers: 9
  ctsHoldBuffers: 0
  htree_levels: 3
  cts-resized-gates: 0
  root_buffer: "clkbuf_8"
  cts_num_sinks: 64
final_timing:
  finalCritPeriodShare_pct: 66.2
  tns_ns: 0
  hold_viol_final: 0
  worst_slack_ns: 2.26
  slew_headroom_pct: 42.7
  tightest_slew_ns: 0.860
  setup_viol: 0
  slew_viol_final: 0
  rsz0062_at_grt: "false"
  period_minus_slack_ns: 4.44
  whs_ns: 1.69
  fmax_mhz: 225
power:
  p_clk_share_pct: 34.6
  p_sw_share_pct: 21.6
  p_int_uw: 689
  p_switching_uw: 189
  peakVddDrop_mv: 0.109
  power_frac_comb_pct: 14.4
  sequentialPowerShare_pct: 51.0
  leakage_nw: 1.74
  powerDensity_nw_per_um2: 185
placement:
  dp_slack_ns: 2.29
  io_buffers: 112
  place_hpwl_mm: 5.35
  gp_congestion: 0.747
  placedCellCount: 495
worst_hold_path:
  hold_class: "in2reg"
-- layout make-up --
| type | instances | area, um^2 | share of cell area, % |
|---|---|---|---|
| timing repair buffer | 121 | 1180 | 24.8 |
| clock inverter | 5 | 47.5 | 0.999 |
| clock buffer | 11 | 131 | 2.76 |
| tap | 140 | 175 | 3.68 |
| inverter | 3 | 11.3 | 0.237 |
| multi-input combinational | 167 | 1290 | 27.2 |
| sequential | 64 | 1920 | 40.4 |
-- metal layers --
layer,track usage (%),routed length [um],up-vias
li1,-,-,1211
met1,23.2,3990,1211
met2,27.2,4270,95
met3,4.88,615,10
met4,1.57,94,0
met5,0,0,-
-- cells by family (layout without fill, tap and decap cells) --
logic type / Yosys count / count (layout)
multiplexers: 64 / 64
AND/OR/NAND/NOR: 7 / 7
buffers and inverters: 29 / 140
AND-OR/OR-AND: 96 / 96
flip-flops: 64 / 64
-- worst paths after layout --
| kind | startpoint | end | slack (ns) | cells after the start |
|---|---|---|---|---|
| hold / removal | dataD[11] | ASYNC_RAM_1W2R.mem[-1][11]$_DFFE_PP_ | 1.69 | 2 |
| setup / recovery | addrB[0] | dataB[1] | 2.26 | 6 |
-- sequential cells by signal, indices dropped and copies added (netlist names) --
name	flops
ASYNC_RAM_1W2R.mem	32
ASYNC_RAM_1W2R.mem[-1]	32
-- power groups by stage --
stage	clock network, mW	logic (mW)	registers, mW
global route	0.331	0.136	0.448
finish	0.304	0.126	0.448
CTS	0.314	0.128	0.448
-- cell usage in the layout, fill, tap and decap left out, types with 3 or more instances in the layout --
cell / synthesis / layout
edfxtp_1: 64 / 64
clkbuf_8: 0 / 9
inv_1: 3 / 3
a21oi_1: 64 / 64
a21boi_0: 30 / 30
clkdlybuf4s50_1: 0 / 110
buf_4: 6 / 9
nor4_4: 2 / 3
mux2i_1: 64 / 64
-- worst max-delay path: cells and delay by family --
| kind | cells | cell delay, ns |
|---|---|---|
| buffers and inverters | 4 | 1.23 |
| and+or+nand+nor | 1 | 0.33 |
| AOI/OAI and AO/OA | 1 | 0.16 |
-- per-stage QoR --
stage          util, %  power (mW)  instance area, um^2
2_1_floorplan        -       0.508                 3360
3_3_place_gp      42.1       0.582                 4580
3_5_place_dp      42.1       0.584                 4580
4_1_cts           43.7       0.889                 4760
5_1_grt           43.7       0.915                 4760
6_report          43.7       0.879                 4760
Power is estimated from default activity; no workload was simulated.
